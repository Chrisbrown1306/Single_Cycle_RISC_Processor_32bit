==> flow/design.v <==
module data_memory (addr, write_data, read_data, clk, reset, mem_read, mem_write);
    input [7:0] addr;
    input [31:0] write_data;
    output reg [31:0] read_data;
    input clk, reset, mem_read, mem_write;
    reg [31:0] dmemory [0:63];
    integer k;
    wire [5:0] shifted_addr = addr[7:2];
    always @(*) 
        if (mem_read)
            read_data = dmemory[shifted_addr];
        else
            read_data = 32'b0;
    always @(posedge clk or posedge reset) 
        if (reset)
            for (k = 0; k < 64; k = k + 1)
                dmemory[k] <= 0;
        else if (mem_write)
            dmemory[shifted_addr] <= write_data;
endmodule
==> flow/run.sh <==
#!/bin/bash
# OpenROAD 26Q1-2900-gdf79404cd8, Yosys 0.63+post, stock flow scripts
make -C /OpenROAD-flow-scripts/flow DESIGN_CONFIG=/design/flow/config.mk WORK_HOME=/design/flow/orfs finish
==> flow/config.mk <==
export PLATFORM = sky130hd
export DESIGN_NAME = data_memory
export DESIGN_NICKNAME = data_memory
export VERILOG_FILES = /design/flow/design.v
export SDC_FILE = /design/flow/constraint.sdc
export NUM_CORES = 4
export LEC_CHECK = 1
export CORE_UTILIZATION = 40
==> flow/constraint.sdc <==
current_design data_memory

set clk_period 6.8
set clk_io_pct 0.2

create_clock -name clk0 -period $clk_period [get_ports {clk}]

set non_clock_inputs [all_inputs -no_clocks]
set_input_delay [expr $clk_period * $clk_io_pct] -clock clk0 $non_clock_inputs
set_output_delay [expr $clk_period * $clk_io_pct] -clock clk0 [all_outputs]
==> CHANGELOG.md <==
## Flow update

- Outcome: finished with violations
- Failing checks: setup timing
- Resized Gates After CTS: 0
- Top flop regs: dmemory (2048)
- # rows: 172
- Avg Inst Size Synth: about 14 sq um
- Clock share of power: 40.3%
- Worst-Margin Slew: ~1.1 ns
- Die H: 474 microns
- Number of enable flip-flop cells: 0
- Die width: ~470 microns
- Post-route core utilization: a little under half
- Reg with most FFs: dmemory
- Cell Type Count: 60
- Routed vias/inst: 6.31
- Slowest cell on the critical path: and2_2
- Late-Pin Clk Latency: 0.86 ns
- Most frequent cells after synthesis: 2,048 x dfrtp_1, 2,034 x mux2_2, 833 x a22oi_1
- Vias: 61,100
- Post-synth top area share: 57.5%
- Final hold vios: 0
- Fin area: approximately 100,000 sq um
- CP endpoint kind: output port
- CP max FO: 27
- Yosys Instances: 6,518
- Relative slew slack: 26.8%
- CP startpoint: addr[3]
- Cells after Synth: ~6,500
- GPL Wtd Cong: around 0.96
- Iteration-0 DRC count of the detailed router: 4,912
- Hold/Removal Path Class: flop to flop
- Setup crit start kind: primary input
- Hpwl dp: 215,000 microns
- Register area: 51,200 sq um
- WP data required: 5.44 ns
- Cycle use final: 100%
- H-Tree Depth: 4
- Final wirelength: 354,000 microns
- Crit-path cells: clkdlybuf4s50_1 -> buf_12 -> and4bb_2 -> and2_2 -> buf_4 -> a22oi_1 -> nand4_1 -> nor4_1 -> a41oi_1 -> buf_4 -> clkdlybuf4s50_1
- Ratio of total power to cell area: 282 nW/um^2
- RR Startpoint: dmemory[16][0]$_DFFE_PP0P_
- Length of the first detailed-routing pass in iterations: 8
- Sequential power share: 50.3%
- DP Area: ~95,000 sq um
- Layout cells sized above 1: ~44%
- Hold Path Depth: 1
- Max incr delay on CP: 0.84 ns
- Arrival time at the worst endpoint: 5.44 ns
- Mapped cell area: 89,100 sq um
- DRC viols: 0
- Worst VDD drop: 0.304 mV
- CTS Buffer Depth: 3
- Overflow after GRT: 0
- RSZ-0062 raised after global routing: false
- Seq/Total Area, Yosys: 57.5%
- Largest register FFs: 2,048
- Endpoints failing setup: 1
- Vias in the first global route: 61,600
- FFs w/ async S/R, synth: 100%
- Global-route wire length before repair: 491,000 microns
- Max-capacitance violation count: 0
- Kind of critical path: primary input to output port
- Worst-path clk slew: 0.06 ns
- Slew Limit Fails: 0
- HP Start: dmemory[0][10]$_DFFE_PP0P_
- Root buffer cell: clkbuf_16
- CTS tree: built
- Tool warnings: 89
- Pleak: 47.9 nW
- YS warnings: 2
- Post-synth area hogs: dfrtp_1 57%, mux2_2 26%, a22oi_1 7.0%
- I/O pin total: 76
- Routed WL per cell: 36.6 microns
- Core area: ~220,000 sq um
- Area grow syn2layout: 14.9%
- Sw Pwr: 7.03 mW
- Comb area: roughly 36,000 sq um
- Tot Pwr: around 29 mW
- Yosys chip area: roughly 90,000 sq um
- Sw Ratio: between 20 and 25%
- Final min period: 6.80 ns
- Yosys top cell by area: dfrtp_1
- Worst Skew: 0 ns
- Fillers: 18,900
- TritonCTS Buffers: 209
- Worst R2R Path Depth: 1
- Fmax: between 0.1 and 0.15 GHz
- Registers, synthesis: approximately 2,000
- Initial antenna violation count: 18
- CTS Sinks: between 2,000 and 2,500
- PnR worst setup slack: -0.00398 ns
- Ys flop type: dfrtp_1
- FP Core Util: 40.4%
- Chip area: 225,000 sq um
- IO buf count: between 70 and 80
- Internal power: 21.9 mW
- Routed Antenna Nets: 0
- Combinational share of power: 9.3%
- Count leader, synth: dfrtp_1
- Largest net degree at the start of global routing: 130
- GRT Total Usage: 33.2%
## power groups by stage
stage / clock network [mW] / logic, mW / registers (mW)
4_1_cts: 11.8 / 2.69 / 14.5
5_1_grt: 12.2 / 2.91 / 14.7
6_report: 11.7 / 2.69 / 14.5
## per-stage QoR
| step | setup WS (ns) | std cells | hold WS [ns] | setup TNS, ns |
|---|---|---|---|---|
| finish | -0.00398 | 9688 | 0.485 | -0.00398 |
| CTS | 0.123 | 9665 | 0.489 | 0 |
| floorplan | -23.00 | 6518 | 0.456 | - |
| global route | 0.0457 | 9672 | 0.497 | 0 |
| global placement | 0.117 | 9283 | 0.466 | 0 |
| detailed placement | 0.132 | 9283 | 0.476 | 0 |
## placed cells by master, fill, tap and decap left out, types with 5 or more instances in the layout
cell and instances:
a2111oi_0 20, a21oi_1 28, a221o_1 19, a222oi_1 22, a22o_1 57, a22oi_1 833, a31oi_1 29, and2_1 5
and2_2 19, and3_1 70, buf_12 87, buf_2 36, buf_4 317, bufinv_16 9, clkbuf_1 50, clkbuf_16 212
clkbuf_8 54, clkdlybuf4s50_1 37, clkinv_2 41, clkinv_8 5, dfrtp_1 2048, diode_2 19, mux2_1 29, mux2_2 2034
mux2i_1 8, nand2_1 122, nand2_2 27, nand2_4 15, nand3_1 53, nand4_1 115, nor2_1 13, nor2_4 61
nor3_1 29, nor4_1 50, o211ai_1 17, o21ai_0 46, o22ai_1 13
## critical path: cells and delay by family
kind	cells	cell delay, ns
AOI/OAI and AO/OA	2	0.57
buffers and inverters	5	1.73
and+or+nand+nor	4	1.74
## layout make-up
class / instances / area share (%)
clock inverters: 66 / 0.731
repair buffers: 478 / 4.57
multi-input cells: 3799 / 34.9
well taps: 2958 / 3.61
inverters: 4 / 0.0183
diodes: 19 / 0.0464
clock buffers: 316 / 6.09
flip-flops and latches: 2048 / 50.1
## metal layers
metal  wire (microns)  track usage, %
met3            51200            19.4
met5              670            1.95
met4            22000            16.0
met2           151000            45.9
met1           129000            42.2
## worst paths after layout
check / end / slack [ns]
worst max-delay path: read_data[21] / -0.004
worst min-delay path: dmemory[0][10]$_DFFE_PP0P_ / 0.48
worst max register to register: dmemory[16][0]$_DFFE_PP0P_ / 6.01
worst min register to register: dmemory[0][10]$_DFFE_PP0P_ / 0.48
max in group asynchronous: dmemory[7][2]$_DFFE_PP0P_ / 3.93
min in group asynchronous: dmemory[39][21]$_DFFE_PP0P_ / 1.03
## cell families (layout without fill, tap and decap cells)
kind of cell	after synthesis	count (layout)	synth area share, %
AOI/OAI and AO/OA	1104	1104	9.30
other	0	19	0
buffers and inverters	671	864	3.26
and+or+nand+nor	624	624	3.80
muxes	2071	2071	26.2
DFF	2048	2048	57.5
## timing repair
item	CTS	global route
setup endpoints to repair	0	1
hold buffers	0	0
buffers inserted	0	3
hold endpoints to repair	0	0
Power is estimated from default activity; no workload was simulated.
