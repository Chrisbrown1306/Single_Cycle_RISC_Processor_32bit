===== run.sh =====
#!/bin/bash
# OpenROAD 26Q1-2900-gdf79404cd8, Yosys 0.63+post, stock flow scripts
make -C /OpenROAD-flow-scripts/flow DESIGN_CONFIG=/design/flow/config.mk WORK_HOME=/design/flow/orfs finish

===== config.mk =====
export PLATFORM = sky130hd
export DESIGN_NAME = register_file
export DESIGN_NICKNAME = register_file
export VERILOG_FILES = /design/flow/design.v
export SDC_FILE = /design/flow/constraint.sdc
export NUM_CORES = 4
export LEC_CHECK = 1
export CORE_UTILIZATION = 30

===== constraint.sdc =====
current_design register_file

set clk_period 3.1
set clk_io_pct 0.2

create_clock -name clk0 -period $clk_period [get_ports {clk}]

set non_clock_inputs [all_inputs -no_clocks]
set_input_delay [expr $clk_period * $clk_io_pct] -clock clk0 $non_clock_inputs
set_output_delay [expr $clk_period * $clk_io_pct] -clock clk0 [all_outputs]

===== design.v =====
module register_file (
    input [4:0] read_addr_1, 
    input [4:0] read_addr_2, 
    input [4:0] write_addr,
    input [31:0] write_data,
    input clk, reset, reg_write,
    output reg [31:0] read_data_1,
    output reg [31:0] read_data_2
);
    reg [31:0] reg_file [0:31];
    integer k;
    always @(posedge clk or posedge reset) begin
        if (reset) begin
            for (k = 0; k < 32; k = k + 1)
                reg_file[k] <= 32'b0;
        end 
        else if (reg_write && write_addr != 5'b00000) begin
            reg_file[write_addr] <= write_data;
        end
    end
    always @(posedge clk) begin
        read_data_1 <= reg_file[read_addr_1];
        read_data_2 <= reg_file[read_addr_2];
    end
endmodule

==> impl_metrics.env <==
# flow metrics
export IMPL_status="completed"
export IMPL_drt_wirelength_per_cell_um=41.2
export IMPL_worstPathMaxFanout=10
export IMPL_cts_resized=0
export IMPL_postCtsHoldBufs=0
export IMPL_ys_cells=4449
export IMPL_io_buffers=113
export IMPL_synth_distinct_cells=78
export IMPL_postSynthCellCount=4449
export IMPL_drtIter0Drc=6259
export IMPL_ys_chip_area_um2=53200
export IMPL_firstDrtPassIters=12
export IMPL_die_area_um2=179000
export IMPL_cts_sinks=1088
export IMPL_ios=114
export IMPL_dr_total_vias=46300
export IMPL_clock_latency_ps=810
export IMPL_ys_seq_frac=0.506
export IMPL_tightest_slew_ps=1240
export IMPL_hold_path_class="register to register"
export IMPL_first_global_vias=45600
export IMPL_avgSynthCellArea_um2=12.0
export IMPL_postCtsSetupRepairBufs=0
export IMPL_cts_tree="done"
export IMPL_pre_cts_ws_ps=-195
export IMPL_finalHoldViolCount=0
export IMPL_min_period_ps=2760
export IMPL_yosysMostFrequentCell="dfrtp_1"
export IMPL_top_cell_area_share=0.482
export IMPL_power_leakage_uw=0.0287
export IMPL_rr_worst_depth=6
export IMPL_synth_area_um2=53200
export IMPL_finalWeightedCongestion=1.08
export IMPL_cts_root_buf="clkbuf_16"
export IMPL_ys_ff=1088
export IMPL_layout_setup_ws_ps=343
export IMPL_cpMostUsedCell="buf_4"
export IMPL_antenna_found_initial=22
export IMPL_initCoreUtil=0.302
export IMPL_grt_pass1_wl_um=402000
export IMPL_cts_buffers_inserted=118
export IMPL_synth_top_flop_cell="dfrtp_1"
export IMPL_min_period_over_period=0.889
export IMPL_powerDensity_nw_per_um2=630
export IMPL_fp_row_count=154
export IMPL_critPathCaptureType="register"
export IMPL_ys_async_sr_fraction=0.941
export IMPL_cpMaxStageDelayCell="nor3_1"
export IMPL_dp_hpwl_um=199000
export IMPL_routed_wl_um=298000
export IMPL_r2r_slack_ps=840
export IMPL_ir_drop_v=0.000550
export IMPL_die_y_um=423
export IMPL_grt_max_degree=63
export IMPL_arrival_ps=3490
export IMPL_setup_viol=0
export IMPL_fin_cells=7245
export IMPL_die_x_um=423
export IMPL_critPathLaunchType="primary input"
export IMPL_fmax_ghz=0.363
export IMPL_route_detailed_drc=0
export IMPL_cts_buffer_depth=3
export IMPL_layout_drive_gt1_share=0.373
export IMPL_dp_cells=7010
export IMPL_htreeDepth=3
export IMPL_coreArea_um2=176000
export IMPL_grt_usage=0.340
export IMPL_slew_violations=0
export IMPL_final_cell_area_um2=65900
export IMPL_maxCapViolCount=0
export IMPL_cp_startpoint="read_addr_2[2]"
export IMPL_skew_ps=52.7
export IMPL_yosys_area_top_type="dfrtp_1"
export IMPL_via_per_inst=6.39
export IMPL_area_growth_syn_to_layout_pct=24.0
export IMPL_antenna_left=0
export IMPL_fin_util=0.374
export IMPL_path_clk_slew_ps=60
export IMPL_synth_edff_count=0
export IMPL_place_area_um2=61600
export IMPL_yosys_warnings=2
export IMPL_top_cells_by_area="dfrtp_1 (48%), mux2_2 (20%), a22oi_1 (11%)"
export IMPL_warnings=27
export IMPL_nFillCells=16800
export IMPL_regToRegStartpoint="reg_file[8][24]$_DFFE_PP0P_"
export IMPL_crit_type="primary input to register"
export IMPL_rsz0062_at_grt="false"
export IMPL_relSlewSlack=0.150
export IMPL_cp_required_ps=3830
export IMPL_cp_cell_sequence="buf_2 > buf_4 > buf_4 > and2_1 > a22oi_1 > nor3_1 > a221o_1 > nor4_1 > a21oi_1 > buf_4"
export IMPL_synthTopCellsByCount="dfrtp_1 (1024), mux2_2 (932), a22oi_1 (781)"
export IMPL_cp_endpoint="read_data_2[24]$_DFF_P_"
export IMPL_worst_r2r_endpoint="read_data_2[24]$_DFF_P_"
export IMPL_critPathMaxStageDelay_ps=890
export IMPL_overflow=0
-- state kept, by name, indices dropped and copies added (netlist names) --
name and count:
read_data_2 32, reg_file 1024, read_data_1 32
-- cell usage in the layout (no fill, tap or decap), drive strengths merged, types with 11 or more instances in the layout --
cell type / n
inv: 13
a22oi: 781
nand3b: 15
mux2: 1007
a222oi: 23
dfrtp: 1024
and2: 11
nor3: 54
diode: 11
a22o: 29
buf: 570
clkdlybuf4s50: 104
o21ai: 24
nor2: 187
nand2b: 19
and3: 15
mux2i: 34
a32oi: 21
nand2: 222
dfxtp: 64
clkbuf: 156
clkinv: 34
a2111oi: 14
bufinv: 19
nand3: 53
nor4: 43
nand4: 104
nor2b: 17
a21oi: 100
a31oi: 12
a221oi: 18
-- per-stage QoR --
step | power [uW] | setup TNS, ps | hold WS (ps)
2_1_floorplan | 22200 | - | 451
3_3_place_gp | 25700 | -1470 | 386
3_5_place_dp | 25700 | -894 | 389
4_1_cts | 41400 | 0 | 404
5_1_grt | 42600 | 0 | 418
6_report | 41500 | 0 | 403
-- metal layers --
layer	wire (um)	vias to the layer above	share of wire	track usage
met5	149	-	0.00050	0.00511
met4	27500	20	0.092	0.222
met3	44200	1350	0.15	0.178
met2	121000	3891	0.40	0.464
met1	106000	23400	0.35	0.420
li1	-	17700	-	-
-- critical path, delay by kind of cell --
kind	cells	cell delay, ps
compound gates	3	710
buf+inv	4	790
simple gates	3	1350
-- power by group --
group / switching (uW) / internal, uW
logic: 2680 / 3120
registers: 3120 / 16900
clock network: 6560 / 9150
-- worst min path at each step --
stage                                        from                          end  slack (ps)  cells past startpoint
after CTS             reg_file[0][10]$_DFFE_PP0P_  reg_file[0][10]$_DFFE_PP0P_         400                      0
after global routing   reg_file[0][2]$_DFFE_PP0P_   reg_file[0][2]$_DFFE_PP0P_         420                      0
final                 reg_file[0][28]$_DFFE_PP0P_  reg_file[0][28]$_DFFE_PP0P_         400                      0
-- cells by family after synthesis --
| logic type | synth area share |
|---|---|
| DFF | 0.506 |
| and+or+nand+nor | 0.0789 |
| muxes | 0.220 |
| AOI/OAI and AO/OA | 0.151 |
| buffers and inverters | 0.0446 |
-- layout make-up --
class                      instances  area (um2)  share of cell area
tap                             2340        2930              0.0444
clock inverter                    68         990              0.0150
sequential                      1088       26900               0.408
clock buffer                     156        3310              0.0501
inverter                           5        22.5            0.000342
antenna                           11        27.5            0.000417
multi-input combinational       2903       24300               0.369
timing repair buffer             674        7450               0.113
Power and IR drop assume default switching activity.
