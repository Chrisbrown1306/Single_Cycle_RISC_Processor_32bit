==> ./design.v <==
module alu(in_a, in_b, alu_out, zero, control);
    input [31:0] in_a, in_b;
    input [3:0] control;
    output reg [31:0] alu_out;
    output zero;
    assign zero = (alu_out == 32'b0);
    always @(*) begin
        case(control)
            4'b0010: alu_out = in_a + in_b;         
            4'b0110: alu_out = in_a - in_b;         
            4'b0000: alu_out = in_a & in_b;         
            4'b0001: alu_out = in_a | in_b;         
            4'b0111: alu_out = (in_a < in_b) ? 1 : 0;   
            default: alu_out = 32'b0;
        endcase
    end
endmodule
==> ./run.sh <==
#!/bin/bash
# OpenROAD 26Q1-2900-gdf79404cd8, Yosys 0.63+post, stock flow scripts
make -C /OpenROAD-flow-scripts/flow DESIGN_CONFIG=/design/flow/config.mk WORK_HOME=/design/flow/orfs finish
==> ./config.mk <==
export PLATFORM = sky130hd
export DESIGN_NAME = alu
export DESIGN_NICKNAME = alu
export VERILOG_FILES = /design/flow/design.v
export SDC_FILE = /design/flow/constraint.sdc
export NUM_CORES = 4
export LEC_CHECK = 1
export CORE_UTILIZATION = 30
==> ./constraint.sdc <==
current_design alu

set clk_period 16.1
set clk_io_pct 0.2

create_clock -name clk0 -period $clk_period

set non_clock_inputs [all_inputs -no_clocks]
set_input_delay [expr $clk_period * $clk_io_pct] -clock clk0 $non_clock_inputs
set_output_delay [expr $clk_period * $clk_io_pct] -clock clk0 [all_outputs]
==> results.sh <==
# implementation run metrics
export IMPL_status="completed"
export IMPL_grt_pass1_vias=6037
export IMPL_port_buffers=101
export IMPL_top_area_frac=0.220
export IMPL_slowest_delay_ps=500
export IMPL_topCellsByArea="ha_1, a21oi_1, inv_1"
export IMPL_netlist_top_cell_by_area="ha_1"
export IMPL_nFillCells=2006
export IMPL_slew_headroom=0.485
export IMPL_num_io_pins=101
export IMPL_p_per_area_nw_per_um2=33.8
export IMPL_worst_path_max_fanout=3
export IMPL_synth_chip_area_um2=5740
export IMPL_post_cts_buffers=0
export IMPL_worstSetupPathType="in2out"
export IMPL_synth_cells=861
export IMPL_ctsResizeCount=0
export IMPL_hold_depth=5
export IMPL_die_area_um2=19700
export IMPL_finalWorstSetupSlack_ps=5000
export IMPL_dpl_cell_count=1151
export IMPL_layout_min_cycle_time_ps=11100
export IMPL_antenna_found_initial=0
export IMPL_wl_per_cell_um=17.5
export IMPL_design_power_total_uw=231
export IMPL_vdd_drop_max_uv=12.5
export IMPL_initial_core_util=0.307
export IMPL_holdWs_ps=7600
export IMPL_grt_max_degree=56
export IMPL_fin_cells=1151
export IMPL_core_region_area_um2=18700
export IMPL_ctsHoldBuffers=0
export IMPL_grt_usage=0.203
export IMPL_pre_cts_ws_ps=5110
export IMPL_fin_setup_tns_ps=0
export IMPL_worst_pin_slew_ps=769
export IMPL_fin_crit_sh=0.689
export IMPL_adder_share=0.227
export IMPL_synth_area_um2=5740
export IMPL_final_layout_size_suffix_gt1_frac=0.0589
export IMPL_cp_data_required_time_ps=12880
export IMPL_dieWidth_um=140
export IMPL_synthTopLogicFamily="AND-OR/OR-AND gates"
export IMPL_xor_share=0.0198
export IMPL_num_rows=50
export IMPL_seqCellArea_um2=0
export IMPL_ys_sh_mux=0.0264
export IMPL_leakage_nw=2.99
export IMPL_fp_dieH_um=140
export IMPL_synth_cell_types=96
export IMPL_cap_violations=0
export IMPL_routabilityCongestion=1.00
export IMPL_placed_area_um2=6830
export IMPL_wl_um=20200
export IMPL_fin_area_um2=6830
export IMPL_avgSynthCellArea_um2=6.67
export IMPL_flops=0
export IMPL_yosys_cells=861
export IMPL_fin_util=0.365
export IMPL_drcViolationCount=0
export IMPL_path_cells="clkdlybuf4s50_1, inv_1, ha_1, fa_1, o21ba_1, or4_4, and2_1, a221oi_2, o21ai_1, nor4_1, o2111ai_1, nor4_1, and4b_1, nand4b_1, nor4_2, clkdlybuf4s50_1"
export IMPL_yosys_top_cells_count="ha_1, inv_1, a21oi_1"
export IMPL_syn_to_final_growth_pct=18.9
export IMPL_crit_path_end_kind="output pin"
export IMPL_clock_fmax_mhz=90.1
export IMPL_grt_pass1_wl_um=31800
export IMPL_finalSetupViolCount=0
export IMPL_n_clock_buffer=0
export IMPL_first_iter_violations=438
export IMPL_antennaDiodeCount=0
export IMPL_holdCritPathClass="in2out"
export IMPL_yosys_warnings=1
export IMPL_hold_viol=0
export IMPL_rsz0062_at_grt="no"
export IMPL_drtAntennaViolNets=0
export IMPL_warnings=101
export IMPL_vias_per_cell=5.73
export IMPL_routed_via_count=6595
export IMPL_firstDrtPassIters=5
export IMPL_slew_viol_final=0
export IMPL_worst_path_max_delay_cell="clkdlybuf4s50_1"
export IMPL_most_common_cell="ha_1"
export IMPL_yosysSeqAreaShare=0
export IMPL_arrival_ps=7880
export IMPL_synth_simple_area_share=0.227
export IMPL_dp_hpwl_um=16500
export IMPL_grt_overflow_total=0
export IMPL_start_kind="input port"
export IMPL_compound_area_frac=0.385
==> cell usage in the layout (no fill, tap or decap), drive strengths merged, types with 5 or more instances in the layout <==
master and count:
inv 102, ha 101, clkdlybuf4s50 100, a21oi 80, nor2 74, nand2 66, o21ai 54, nand3 27
o211ai 19, nor3 19, nor4 17, o31ai 17, a21o 16, a211oi 15, mux2i 14, o22ai 11
a31oi 10, xnor2 10, o21bai 10, buf 9, nor2b 8, and2 8, a211o 7, a22oi 7
nand2b 6, o311ai 6, and3 5, nand4 5, a31o 5, o31a 5, or3 5
==> report_power, final <==
part | internal, mW | total, mW | switching [mW]
logic | 0.0970 | 0.231 | 0.134
clock network | 0 | 0 | 0
registers | 0 | 0 | 0
==> worst max-delay path: cells and delay by family <==
kind	cells	cell delay (ps)
simple gates	7	2260
buf+inv	3	1060
compound gates	4	740
fa+ha+maj	2	610
==> worst paths after layout <==
| kind | slack, ps | start | endpoint |
|---|---|---|---|
| worst max-delay path | 5000 | in_a[0] | zero |
| worst min-delay path | 7600 | control[0] | alu_out[2] |
==> cells by family (layout without fill, tap and decap cells) <==
group	count (synthesis)	count (layout)
buf+inv	155	211
compound gates	314	314
xor+xnor	13	13
simple gates	261	261
mux	15	15
fa+ha+maj	103	103
==> cell type report <==
cell class	instances	area (um^2)	area share
multi-input combinational	706	5080	0.745
timing repair buffer	109	1070	0.156
inverter	102	383	0.0561
tap	234	293	0.0429
==> per-layer routing <==
metal  part of all wire  GRT usage  wire (um)
met5                  0          0          0
met4              0.031     0.0573        618
met3              0.048     0.0104        976
met2               0.46      0.333       9200
met1               0.47      0.288       9390
